### ./config.mk
export PLATFORM = sky130hd
export DESIGN_NAME = bfm_src_stream_if
export DESIGN_NICKNAME = bfm_src_stream_if
export VERILOG_FILES = /design/flow/design.v
export SDC_FILE = /design/flow/constraint.sdc
export NUM_CORES = 4
export LEC_CHECK = 1
export CORE_UTILIZATION = 40
### ./constraint.sdc
current_design bfm_src_stream_if

set clk_period 6.3
set clk_io_pct 0.2

create_clock -name clk0 -period $clk_period [get_ports {clk}]

set non_clock_inputs [all_inputs -no_clocks]
set_input_delay [expr $clk_period * $clk_io_pct] -clock clk0 $non_clock_inputs
set_output_delay [expr $clk_period * $clk_io_pct] -clock clk0 [all_outputs]
### ./design.v
`timescale 1ns/1ps 
module bfm_src_stream_if ( 
    input           wire                clk,
    input           wire                rst_n,
    input           wire    [15:0]      IMG_WIDTH,
    input           wire    [15:0]      IMG_HEIGHT, 
    input           wire    [15:0]      IMG_LINE_SPACE,
    input           wire    [15:0]      IMG_FRAME_SPACE,
    input           wire                m_axis_tready,
    output          wire                m_axis_tvalid,
    output          wire    [15:0]      m_axis_tdata,
    output          wire                m_axis_tuser,
    output          wire                m_axis_tlast,
    output          wire    [15:0]      frame_cnt
);
reg [15:0] cnt_col;
reg [15:0] cnt_row;
reg [15:0] space_cnt;
reg [15:0] frame_cnt_r;
reg [7:0] m_axis_tdata_r;
reg [1:0]  state;
reg m_axis_tuser_r;
reg m_axis_tlast_r;
reg m_axis_tvalid_r;
always @ (posedge clk,negedge rst_n)
begin 
    if (!rst_n) begin 
        state <= 2'd0;
    end 
    else case (state)
        2'd0:
            if (m_axis_tready) begin 
                state <= 2'd1;
            end 
            else begin 
                state <= 2'd0;
            end 
        2'd1:
            if ((m_axis_tready&m_axis_tvalid_r) && (cnt_col == IMG_WIDTH -2) && (cnt_row == IMG_HEIGHT -1)) begin 
                state <= 2'd3;
            end 
            else if ((m_axis_tready&m_axis_tvalid_r) && (cnt_col == IMG_WIDTH -2)) begin 
                state <= 2'd2;
            end 
            else begin 
                state <= 2'd1;
            end 
        2'd2:
            if (space_cnt >= IMG_LINE_SPACE-1) begin 
                state <= 2'd1;
            end 
            else begin 
                state <= 2'd2;
            end 
        2'd3:
            if (space_cnt >= IMG_FRAME_SPACE-2) begin 
                state <= 2'd0;
            end 
    endcase 
end 
always @ (posedge clk,negedge rst_n)
begin 
    if (!rst_n) begin 
        cnt_col <= 16'd0;
    end 
    else if (state == 1) begin 
        if (m_axis_tready&m_axis_tvalid_r) begin 
            cnt_col <= cnt_col + 1'd1;
        end 
        else begin 
            cnt_col <= cnt_col;
        end 
    end 
    else begin 
        cnt_col <= 16'd0;
    end 
end 
always @ (posedge clk,negedge rst_n)
begin 
    if (!rst_n) begin 
        cnt_row <= 16'd0;
    end 
    else if ((cnt_col == IMG_WIDTH -1) && (cnt_row == IMG_HEIGHT-1) && (m_axis_tready&m_axis_tvalid_r)) begin 
        cnt_row <= 16'd0;
    end 
    else if ((cnt_col == IMG_WIDTH -1) && (m_axis_tready&m_axis_tvalid_r)) begin 
        cnt_row <= cnt_row + 1'd1;
    end 
    else begin 
        cnt_row <= cnt_row;
    end 
end 
always @ (*)
begin 
    if (!rst_n) begin 
        m_axis_tuser_r <= 1'd0;
    end 
    else if (cnt_col == 0 && cnt_row == 0 && (m_axis_tready&m_axis_tvalid_r)) begin 
        m_axis_tuser_r <= 1'd1;
    end 
    else begin 
        m_axis_tuser_r <= 1'd0;
    end 
end 
assign m_axis_tuser = m_axis_tuser_r;
always @ (*)
begin 
    if (!rst_n) begin 
        m_axis_tlast_r <= 1'd0;
    end 
    else if ((m_axis_tready&m_axis_tvalid_r) && cnt_col == IMG_WIDTH-1) begin 
        m_axis_tlast_r <= 1'd1;
    end 
    else begin 
        m_axis_tlast_r <= 1'd0;
    end 
end 
assign m_axis_tlast = m_axis_tlast_r;
always @ (posedge clk,negedge rst_n)
begin 
    if (!rst_n) begin 
        m_axis_tvalid_r <= 1'd0;
    end 
    else if (state == 1 )begin 
        m_axis_tvalid_r <= 1'd1;
    end 
    else begin 
        m_axis_tvalid_r <= 1'd0;
    end 
end 
assign m_axis_tvalid = m_axis_tvalid_r;
always @ (posedge clk,negedge rst_n)
begin 
    if (!rst_n) begin 
        m_axis_tdata_r <= 16'd0;
    end 
    else if (m_axis_tvalid_r&m_axis_tready) begin 
        m_axis_tdata_r <= m_axis_tdata_r + 1'd1;
    end 
    else begin 
        m_axis_tdata_r <= m_axis_tdata_r;
    end 
end 
assign m_axis_tdata = {3{m_axis_tdata_r}};
always @ (posedge clk,negedge rst_n)
begin 
    if (!rst_n) begin 
        space_cnt <= 16'd0;
    end 
    else if (state == 2 || state == 3) begin 
        space_cnt <= space_cnt + 1'd1;
    end 
    else begin 
        space_cnt <= 16'd0;
    end 
end 
always @ (posedge clk,negedge rst_n)
begin 
    if (!rst_n) begin 
        frame_cnt_r <= 16'd0;
    end 
    else if (state == 3 && space_cnt == IMG_FRAME_SPACE-1) begin 
        frame_cnt_r <= frame_cnt_r + 1'd1;
    end 
    else begin 
        frame_cnt_r <= frame_cnt_r;
    end 
end 
assign frame_cnt = frame_cnt_r;
endmodule
### ./run.sh
#!/bin/bash
# OpenROAD 26Q1-2900-gdf79404cd8, Yosys 0.63+post, stock flow scripts
make -C /OpenROAD-flow-scripts/flow DESIGN_CONFIG=/design/flow/config.mk WORK_HOME=/design/flow/orfs finish
==> ci_impl_report.md <==
## Implementation flow summary

| Metric | Value |
|---|---|
| Initial antenna violation count | 0 |
| Synth warn | 1 |
| Die Span X | 135.7 µm |
| Die H | about 140 µm |
| Worst Tran Pin Value | between 0.7 and 0.8 ns |
| Min-delay src | frame_cnt_r[15] |
| Synth area leader | dfrtp_1 |
| Clk buf depth | 2 |
| FF-to-FF Start | space_cnt[0] |
| Slowest CP cell | or4b_2 |
| Htree depth | 3 |
| Post-cts sizing count | 0 |
| Placed instance area | a little over 8000 µm² |
| Post-synth regs | about 77 |
| R2R cell count | 9 |
| Layout cells sized above 1 | 3.966% |
| Final number of setup-violating endpoints | 0 |
| CTS Buf Count | 9 |
| Synth Area in Simple Gates | between 20% and 30% |
| Total GRT Usage | between 10% and 20% |
| Post-Syn Instances | 859 |
| Clock Skews | ~0.0062 ns |
| Dpl hpwl | between 10000 and 15000 µm |
| Setup slack, reg-to-reg | between 3 and 4 ns |
| Final Cell Area | 8572 µm² |
| Vias in the first global route | 5735 |
| Aoi share | roughly 13% |
| FMAX | 168.3 MHz |
| RSZ-0062 raised after global routing | no |
| Yosys Instances | about 860 |
| Core Region | ~17000 µm² |
| GP Congestion | 0.9247 |
| Syn avg cell area | ~8.3 µm² |
| # diodes | 0 |
| CP Max Fanout | 11 |
| Final min period | roughly 5.9 ns |
| Tool Warnings | 28 |
| Seq/Total Area, Yosys | 26.96% |
| Fp util | 41.21% |
| Total Wirelength | ~17000 µm |
| I/O pins | 102 |
| Outcome | finished clean |
| Period utilization | a little over nine tenths |
| Worst vdd ir | 143.5 µV |
| Routed vias/inst | roughly 5.3 |
| Tally of buffers added on design ports | 101 |
| Post-synthesis instance area | ~7200 µm² |
| Critical path class | input pin to output port |
| Largest type area fraction | a little over a quarter |
| Root Driver | clkbuf_16 |
| Critical path endpoint category | output port |
| Pwr Density | around 160 nW/µm² |
| Max cap viols | 0 |
| WP data arrival | about 4.7 ns |
| Xor/xnor share | between 10% and 20% |
| Required time worst endpoint | 5.04 ns |
| Ys async rst share | about 100% |
| Yosys Chip Area | approximately 7000 µm² |
| R2R Path End | frame_cnt_r[15] |
| ANT nets after route | 0 |
| Largest net degree at the start of global routing | ~55 |
| Fillers | approximately 1700 |
| Global-route wire length before repair | roughly 29000 µm |
| Worst-path clk slew | approximately 0.060 ns |
| Max Transition Viols Final | 0 |
| Via count | 6176 |
| Die area | approximately 18000 µm² |
| Layout Area Growth over Synthesis | 19.86% |
| Max stage delay on crit path | between 0.6 and 0.7 ns |
| Dominant Register Cell | dfrtp_1 |
| Unique masters post-synth | approximately 68 |
| Main area contributors | dfrtp_1 (27%), xnor2_1 (9.8%), ha_1 (8.0%) |
| GRT overflow | 0 |
| FA/HA/MAJ Cells, Area Fraction | 8.048% |
| Pleak | between 3 and 4 nW |
| EDFF count, synth | 0 |
| Detailed-route DRC error count | 0 |
| Post-CTS setup repair buffer count | 0 |
| Startpoint Class | input pin |
| Initial DRC Count | 363 |
| Max-slew headroom | about half |
| CP cell instances | clkdlybuf4s50_1 -> inv_1 -> ha_1 -> or4b_2 -> o21ai_0 -> and3b_1 -> nor3_1 -> nor4bb_1 -> nand4b_1 -> nor2_1 -> clkdlybuf4s50_1 |
| Worst path most repeated cell | clkdlybuf4s50_1 |
| Quantity of hold-fixing buffers added after cts | 0 |
| Routed wire length per instance | 15.08 µm |
| Comb area leader | simple AND/OR/NAND/NOR gates |
| Final TNS setup | 0 ns |
| Hold Vio Cnt, Final | 0 |
| Row Count | around 48 |
| Crit. Startpoint | IMG_WIDTH[2] |
| CTS tree | yes |
| Clk latency late pin | 0.35 ns |
| Pre-antenna DRT Iters | 5 |
| Clock Sinks | roughly 77 |
| Hold WC Path Type | register to register |
| Crit path capture | m_axis_tlast |
| MUX area fraction | 2.029% |
## cell usage in the layout, fill, tap and decap left out, drive strengths merged, types with 6 or more instances in the layout
cell type,count
clkdlybuf4s50,100
xnor2,80
dfrtp,76
nor2,61
xor2,58
nand2,53
ha,46
nand3,42
nor3,41
inv,38
o21ai,33
nand4,31
a21oi,28
nor4,24
and3,18
a21o,18
nand2b,16
or3,15
and2,13
nor2b,11
a31oi,11
clkbuf,11
mux2i,10
or4,8
o22ai,6
a21boi,6
buf,6
## layer usage
| layer | vias up | track usage (%) | wire, µm |
|---|---|---|---|
| met5 | - | 0 | 0 |
| met4 | 0 | 1.935 | 195 |
| met3 | 11 | 2.864 | 776 |
| met2 | 117 | 31.43 | 8077 |
| met1 | 2837 | 30.20 | 8415 |
| li1 | 3211 | - | - |
## worst min path at each step
stage	to	slack, ns	cells past startpoint
CTS	frame_cnt_r[15]	0.47	1
global route	frame_cnt_r[15]	0.48	1
finish	frame_cnt_r[15]	0.47	1
## layout make-up
cell class | instances | area [µm²] | share of cell area, %
clock buffer | 11 | 232.7 | 2.715
clock inverter | 5 | 107.6 | 1.255
inverter | 37 | 138.9 | 1.620
tap | 225 | 281.5 | 3.284
timing repair buffer | 106 | 1046 | 12.20
multi-input combinational | 697 | 4837 | 56.43
sequential | 77 | 1928 | 22.49
## Yosys cell counts, drive strengths merged (4+ instances only)
library cell and instances:
or4 8, o31ai 4, a21o 18, and2 13
inv 37, a21boi 6, a21oi 28, or3 15
o2bb2ai 4, nor3b 5, buf 18, nor4 24
xnor2 80, a31oi 11, nor2 61, mux2i 10
xor2 58, dfrtp 76, clkbuf 30, ha 46
a211oi 4, nand2 53, o21bai 4, nand3 42
o22ai 6, nor3 41, nand2b 16, mux2 4
o21ai 33, o211ai 4, and3 18, nand4 31
nor2b 11
## critical path: cells and delay by family
kind	cells	cell delay [ns]
simple gates	6	1.72
buf+inv	3	1.09
fa+ha+maj	1	0.37
compound gates	1	0.23
## sequential cells by signal, indices dropped and copies added (netlist names)
| signal | flops |
|---|---|
| cnt_row | 16 |
| frame_cnt_r | 16 |
| m_axis_tdata_r | 8 |
| space_cnt | 16 |
| state | 4 |
| cnt_col | 16 |
| m_axis_tvalid_r | 1 |
## kinds of logic (layout without fill, tap and decap cells)
group           Yosys count  in the layout
compound gates          140            140
xor+xnor                138            138
fa+ha+maj                46             46
buf+inv                  85            159
flops                    77             77
mux                      14             14
simple gates            359            359
## through the flow
stage	std cells	power, W	hold slack, ns	utilization [%]	worst slack [ns]
after global routing	1158	0.001439	0.4773	49.39	0.1905
after detailed placement	1142	0.0007825	0.4652	47.43	0.3599
after global placement	1142	0.0007824	0.4568	47.43	0.4129
after CTS	1158	0.001388	0.4735	49.39	0.3578
after floorplan	859	0.0006720	0.4204	-	1.860
final	1158	0.001373	0.4747	49.39	0.3595
## power breakdown
part / total (W) / switching (W) / internal [W]
Combinational: 0.000247 / 0.000123 / 0.000123
Clock: 0.000600 / 0.000211 / 0.000389
Sequential: 0.000526 / 0.0000223 / 0.000504
Total: 0.00137 / 0.000357 / 0.00102
Power is estimated from default activity; no workload was simulated.
